## config.mk

```make
export PLATFORM = sky130hd
export DESIGN_NAME = top
export DESIGN_NICKNAME = top
export VERILOG_FILES = /design/flow/design.v
export SDC_FILE = /design/flow/constraint.sdc
export NUM_CORES = 4
export LEC_CHECK = 1
export CORE_UTILIZATION = 40
```

## constraint.sdc

```tcl
current_design top

set clk_period 11.0
set clk_io_pct 0.2

create_clock -name clk0 -period $clk_period [get_ports {clk}]

set non_clock_inputs [all_inputs -no_clocks]
set_input_delay [expr $clk_period * $clk_io_pct] -clock clk0 $non_clock_inputs
set_output_delay [expr $clk_period * $clk_io_pct] -clock clk0 [all_outputs]
```

## design.v

```verilog
module master (
	input wire clk,
	input wire rst_n,
	input wire [4:0] paddr,
	input wire [31:0] pwdata,
	input wire pwrite_in,
	input wire pready,
	output reg psel,
	output reg penable,
	output reg pwrite,
	output reg [4:0] paddr_out,
	output reg [31:0] pwdata_out
);
reg [1:0] state, next_state;
localparam IDLE = 2'b00;
localparam SETUP = 2'b01;
localparam ACCESS = 2'b10;
localparam WAIT = 2'b11;
always @(posedge clk or negedge rst_n) begin
	if(!rst_n) begin
		state <= IDLE;
	end else begin
		state <= next_state;
	end
end
always @(*) begin
	case (state)
		IDLE: begin
			next_state <=  SETUP; 
		end
		SETUP: begin
			next_state <= ACCESS;
		end
		ACCESS: begin
			next_state <= (pready) ? IDLE : WAIT;
		end
		WAIT: begin
			next_state <= (pready) ? IDLE : WAIT;
		end
	endcase
end
always @(posedge clk or negedge rst_n) begin
	if(!rst_n) begin
		psel <= 1'b0;
		penable <= 1'b0;
		pwrite <= 1'b0;
		paddr_out = 5'h00;
		pwdata_out = 32'h00000000;
	end else begin
		case (state) 
			IDLE: begin
				psel <= 1'b0;
				penable <= 1'b0;
				pwrite <= 1'b0;
			end
			SETUP: begin
				psel <= 1'b1;
				pwrite <= pwrite_in;
			end
			ACCESS: begin
				penable <= 1'b1;
				if(!pready) begin
					paddr_out <= paddr;
					pwdata_out <= pwdata;
				end 
			end
			WAIT: begin	
				if(!pready) begin
					paddr_out <= paddr;
					pwdata_out <= pwdata;
				end
			end
		endcase
	end
end	
endmodule
module slave (
	input wire clk,
	input wire rst_n,
	input wire psel,
	input wire penable,
	input wire pwrite,
	input wire [4:0] paddr,
	input wire [31:0] pwdata,
	output reg pready,
	output reg [31:0] data
);
reg [1:0] state, next_state;
reg [31:0] memory[31:0];
integer i;
reg [2:0] slave_time;
localparam IDLE = 2'b00;
localparam SETUP = 2'b01;
localparam ACCESS = 2'b10;
always @(posedge clk or negedge rst_n) begin
	if(!rst_n) begin
		state <= IDLE;
	end else begin
		state <= next_state;
	end
end
always @(*) begin
	case (state) 
		IDLE: next_state <= (psel) ? SETUP : IDLE; 
		SETUP: next_state <= (psel && penable) ? ACCESS : SETUP;
		ACCESS: next_state <= IDLE;
	endcase
end
always @(posedge clk or negedge rst_n) begin
	if(!rst_n) begin
		pready <= 1'b0;
		data <= 32'h00000000;
		for(i = 0; i < 32; i = i + 1) begin
			memory[i] <= 32'h00000000;
		end
		slave_time <= 3'b000;
	end else begin
		if(state == ACCESS) begin
			if(slave_time == 3'b100) begin
				if(pwrite) begin
					memory[paddr] <= pwdata;
					pready <= 1'b1;
					data <= 32'h00000000;
				end else begin
					data <= memory[paddr];
					pready <= 1'b1;
				end
				slave_time <= 3'b000;
			end else begin
				slave_time <= slave_time + 1'b1;
			end
		end else begin
			pready <= 1'b0;
		end
	end
end
endmodule
module top(
	input wire clk,
	input wire rst_n,
	input wire [4:0] paddr,
	input wire [31:0] pwdata,
	input wire pwrite_in,
	output reg [31:0] data,
	output reg pready
);
wire psel, penable, pwrite, pready_internal;
wire [4:0] paddr_internal;
wire [31:0] pwdata_internal, data_out;
master ic1 (
	.clk(clk),
	.rst_n(rst_n),
	.paddr(paddr),
	.pwdata(pwdata),
	.pwrite_in(pwrite_in),
	.pready(pready_internal),
	.psel(psel),
	.penable(penable),
	.pwrite(pwrite),
	.paddr_out(paddr_internal),
	.pwdata_out(pwdata_internal)
);
slave ic2 (
	.clk(clk),
	.rst_n(rst_n),
	.psel(psel),
	.penable(penable),
	.pwrite(pwrite),
	.paddr(paddr_internal),
	.pwdata(pwdata_internal),
	.pready(pready_internal),
	.data(data_out)
);
always @(*) begin
	pready <= pready_internal;
	data <= data_out;
end
endmodule
```

## run.sh

```bash
#!/bin/bash
# OpenROAD 26Q1-2900-gdf79404cd8, Yosys 0.63+post, stock flow scripts
make -C /OpenROAD-flow-scripts/flow DESIGN_CONFIG=/design/flow/config.mk WORK_HOME=/design/flow/orfs finish
```

==> out/metrics.cfg <==
[floorplan]
core_area_um2=120000
pin_count=73
die_y_um=349
chip_area_um2=122000
fp_util_pct=40.3
die-width_um=349
row_count=127

[critical_path]
r2r_start=ic2.state[0]
cpMostUsedCell=buf_4
cp_slowest_cell=buf_4
required_ns=11.75
reg2reg_slack_ns=7.16
critical_path.endpoint=ic2.memory[22][16]
cpPeakStageDelay_ns=0.73
cp_cell_sequence=buf_8, buf_4, buf_12, buf_4
startpoint=rst_n
cp-start-kind=primary input
rr_worst_depth=7
worstPathArrival_ns=4.87
worst_setup_path_end_kind=async pin
worst-setup-path-type=primary input to async pin
r2r-end=ic2.memory[19][26]
cp_max_fo=132

[power_and_ir_drop]
intPower_uw=6280
p_sw_uw=1700
power_uw=7980
peakVddDrop_mv=0.122
sw_frac_of_total_pct=21.3
pwr-share-comb_pct=1.2
p_clk_share_pct=47.8
power_frac_seq_pct=51.0
power.leakage_uw=0.0267
powerDensity_nw_per_um2=146

[synth]
synthTopLogicFamily=multiplexers
synthAoiAreaFrac_pct=9.74
syn_inst=3549
yosysTopAreaCell=dfrtp_1
top_area_share_pct=57.3
ys_cells=3549
ys_sh_simple_pct=5.37
async_flop_share_pct=99.8
topCellsByArea=dfrtp_1 57%, mux2_2 22%, a22oi_1 4.6%
xor_area_share_pct=0
yosys_warnings=4
ys_seq_elements=1108
edf_count=0
synthFlopType=dfrtp_1
syn_area_um2=48200
mux_area_share_pct=23.9
yosys_area_um2=48200
ys_types=64
syn_area_per_cell_um2=13.6
ys_sh_adder_pct=0.130

[clock_tree]
cts.repair.resized=0
htree_levels=3
postCtsSetupBuffers=0
cts_buffers=113
clock_latency_ns=0.71
tritoncts=built
clock_path_buffers=3
cts_hold_buf=0
cts-root-buf=clkbuf_16
clk_pin_slew_ns=0.06

[drt]
viasPerCell=6.00
drt_wl_total_um=161000
drt_iter0_markers=2569
detail_route.wl_per_cell_um=30.6
antenna_left=0
num_vias=31681
drt_pre_antenna_iters=5
drcViolationCount=0

[final_timing]
untimed_endpoints=4
rsz0062_at_grt=no
holdWs_ns=0.401
finalCritPeriodShare_pct=37.4
slew_headroom_pct=33.4
tightest_slew_ns=0.975
fin_tns_setup_ns=0
finClkSkew_ns=0.0279
setup_viol=0
hold_viol=0
maxSlewViolCount=0
period_minus_slack_ns=4.12
max_freq_mhz=243
unclocked_regs=2

[flow_run]
warnings=38
cap_violations=0

[placement]
hpwl_um=92400
post_dp_cell_area_um2=51100
place_congestion=0.889
port_buffers=72

[grt]
grt_pass1_wl_um=236000
grt_usage_pct=28.2
grt_antenna_before_repair=1
grt_max_degree=133
first_global_vias=32397
overflow=0

[final_layout]
final-seq-area_um2=27700
final_common_cell=dfrtp_1
drive_gt1_share_pct=37.9
post-route-util_pct=45.7
comb_area_um2=19200
syn_to_final_growth_pct=13.5
final_cell_mix=1104 x dfrtp_1, 960 x mux2_2, 293 x a22oi_1
fin_area_um2=54700
nFillCells=10466

[min_path]
holdCritPathClass=flop to flop

[outcome]
outcome=complete, no violations

cell type report:
cell class                      count  share of cell area (%)
Tap cell                         1612                    3.69
Clock buffer                      183                    6.29
Antenna cell                        2                 0.00914
Clock inverter                     22                   0.386
Sequential cell                  1108                    50.6
Multi-Input combinational cell   2100                    35.2
Inverter                            8                  0.0549
Timing Repair Buffer              246                    3.78
synth_stat cells (13+ instances only):
| cell | n |
|---|---|
| a2bb2oi_1 | 13 |
| nand4_1 | 63 |
| clkbuf_1 | 148 |
| nor2_1 | 24 |
| buf_4 | 32 |
| a22o_1 | 79 |
| nand2_1 | 175 |
| and3_1 | 37 |
| o21ai_0 | 46 |
| a21oi_1 | 25 |
| o21bai_1 | 13 |
| buf_2 | 140 |
| nor2_2 | 14 |
| a22oi_1 | 293 |
| nor3_2 | 26 |
| mux2_1 | 62 |
| nand3_1 | 50 |
| o21a_1 | 17 |
| mux2_2 | 960 |
| a221oi_1 | 60 |
| dfrtp_1 | 1105 |
how the worst min path moves through the flow:
stage	start	endpoint	slack (ns)	depth (start not counted)
6_report	ic1.state[0]	ic1.state[2]	0.40	0
4_1_cts	ic1.state[0]	ic1.state[2]	0.40	0
5_1_grt	ic1.state[0]	ic1.state[2]	0.41	0
state kept, by name (all words and copies together) (netlist names), 2 cells and up:
signal,flops
ic2.memory,1024
ic1.pwdata_out,32
ic2.data,32
ic1.paddr_out,5
ic1.state,4
ic2.slave_time,3
ic2.next_state,2
ic2.state,2
cells by family after synthesis:
logic type	after synthesis
AOI/OAI and AO/OA	613
buffers and inverters	341
muxes	1025
DFF	1106
and+or+nand+nor	457
latches	2
adders and majority gates	5
power by group through the flow:
stage	clock network, uW	logic (uW)	registers, uW
after global routing	4030	117	4070
after CTS	3870	105	4070
final	3810	99.0	4070
metal layers:
metal | track usage (%) | share of wire [%] | vias to the layer above
met5 | 0 | 0 | -
met4 | 8.03 | 3.7 | 0
met3 | 11.0 | 10 | 319
met2 | 40.5 | 44 | 1266
met1 | 41.2 | 41 | 16850
li1 | - | - | 13246
metrics by stage:
stage | setup WS [ns] | cells
6_report | 6.88 | 5281
5_1_grt | 6.46 | 5279
4_1_cts | 6.77 | 5279
3_5_place_dp | 6.03 | 5074
3_3_place_gp | 6.04 | 5074
2_1_floorplan | 8.44 | 3549
critical path: cells and delay by family:
kind	cells	cell delay [ns]
buf+inv	4	2.44
Power figures rest on the tool's default switching activity, not on a simulated workload.
